--- run.sh ---
#!/bin/bash
# OpenROAD 26Q1-2900-gdf79404cd8, Yosys 0.63+post, stock flow scripts
make -C /OpenROAD-flow-scripts/flow DESIGN_CONFIG=/design/flow/config.mk WORK_HOME=/design/flow/orfs finish
--- design.v ---
module adder #(parameter width = 10) (sum, c_out, a, b, c_in);
output [width - 1 : 0] sum;
output c_out;
input [width - 1 : 0] a, b;
input c_in;
assign {c_out, sum} = a + b + c_in;
endmodule
--- constraint.sdc ---
current_design adder

set clk_period 6.2
set clk_io_pct 0.2

create_clock -name clk0 -period $clk_period

set non_clock_inputs [all_inputs -no_clocks]
set_input_delay [expr $clk_period * $clk_io_pct] -clock clk0 $non_clock_inputs
set_output_delay [expr $clk_period * $clk_io_pct] -clock clk0 [all_outputs]
--- config.mk ---
export PLATFORM = sky130hd
export DESIGN_NAME = adder
export DESIGN_NICKNAME = adder
export VERILOG_FILES = /design/flow/design.v
export SDC_FILE = /design/flow/constraint.sdc
export NUM_CORES = 4
export LEC_CHECK = 1
export CORE_AREA = 10 10 70 70
export DIE_AREA = 0 0 80 80
==> impl_metrics.json <==
{
  "crit_fanout": 2,
  "p_per_area_nw_per_um2": 103,
  "n_sequential_cell": 0,
  "drt_iter0_drc": 5,
  "synthAoiAreaFrac": 0.289,
  "path_class": "in2out",
  "io_pins": 32,
  "drive_gt1_frac": 0.0465,
  "area_growth_pct": 86.5,
  "top_area_frac": 0.258,
  "placed_cells": 132,
  "gr-total-overflow": 0,
  "io_buffers": 32,
  "lay_top_count": "clkdlybuf4s50_1",
  "critPathMaxStageDelay_ps": 490,
  "ys_seq_frac": 0,
  "crit_slowest_cell": "clkdlybuf4s50_1",
  "max-slew-margin-rel": 0.814,
  "first_pass_iters": 2,
  "die-area_um2": 6400,
  "vias": 486,
  "final_util": 0.238,
  "wl_met3_um": 138,
  "grtUsageTotal": 0.0437,
  "synth.area.mux_share": 0,
  "fin_ws_ps": 1220,
  "ys_sh_adder": 0.350,
  "topCombFamilyByArea": "adder cells",
  "viasPerCell": 3.68,
  "yosysChipArea_um2": 437,
  "period_used_share": 0.804,
  "grt_pass1_wl_um": 2350,
  "drt_wl_total_um": 1420,
  "cap_violations": 0,
  "end_kind": "output port",
  "dp_hpwl_um": 1300,
  "syn_inst": 54,
  "netlist_area_um2": 437,
  "simple_gate_area_frac": 0.166,
  "crit_family": "buffers and inverters",
  "wl_per_cell_um": 10.8,
  "final.clkbuf_count": 0,
  "crit_arrival_ps": 3740,
  "place.gp.congestion": 0.757,
  "hold_viol_final": 0,
  "drc": 0,
  "cp.buffers_inverters": 3,
  "cts_setup_buffers": 0,
  "synth_cell_types": 22,
  "fin_crit_ps": 4980,
  "top_layer_used": "met3",
  "wl_met2_um": 606,
  "tool_warnings": 32,
  "drv_slew": 0,
  "hp-class": "in2out",
  "max_freq_mhz": 201,
  "flop_area_um2": 0,
  "fin_cells": 132,
  "layout_top_cells": "clkdlybuf4s50_1, ha_1, a21oi_1, xnor2_1, inv_1",
  "avgSynthCellArea_um2": 8.09,
  "xor_share": 0.160,
  "core_um2": 3420,
  "initial_core_util": 0.128,
  "start_kind": "input pin",
  "dieWidth_um": 80,
  "area_leaders": "ha_1, xnor2_1, fa_1",
  "yosys-stat-cells": 54,
  "cts-resized-gates": 0,
  "pre_cts_ws_ps": 1200,
  "finalSetupViolCount": 0,
  "met1_length_um": 678,
  "required_ps": 4960,
  "p_leak_nw": 0.347,
  "setup_tns_ps": 0,
  "worst_pin_slew_ps": 276,
  "ys_warn_count": 0,
  "ir_drop_mv": 0.0360,
  "cts_hold_buf": 0,
  "status": "completed",
  "rsz0062_at_grt": "no",
  "grt_pass1_vias": 537,
  "crit_chain": "clkdlybuf4s50_1 > fa_1 > inv_1 > fa_1 > nor2b_1 > o21a_1 > a31o_1 > o41ai_2 > xnor2_1 > clkdlybuf4s50_1",
  "die_h_um": 80,
  "antenna_found_initial": 0,
  "grt_max_degree": 7,
  "yosys.area.top_type": "ha_1",
  "insertedDiodeCount": 0,
  "drtAntennaViolNets": 0,
  "core.rowCount": 21
}
-- cell families after synthesis --
logic type               Yosys count
XOR/XNOR                           8
AND/OR/NAND/NOR                   13
buffers and inverters              4
adder cells (fa/ha/maj)           11
AND-OR/OR-AND                     18
-- metal layers --
layer	global-route usage	up-vias
li1	-	260
met4	0	0
met5	0	-
met3	0.0102	0
met1	0.0530	205
met2	0.0803	21
-- worst min-delay path, stage by stage --
cell             delay [ps]
clkdlybuf4s50_1         470
fa_1                    160
clkdlybuf4s50_1         460
-- synthesized netlist by cell type --
| cell type | number |
|---|---|
| a31oi_1 | 1 |
| a211oi_2 | 1 |
| xnor2_1 | 6 |
| o21ai_0 | 2 |
| and2_4 | 1 |
| xor2_1 | 2 |
| and3_1 | 3 |
| o21a_1 | 2 |
| nand2b_1 | 2 |
| a21o_1 | 3 |
| nor3_1 | 1 |
| or2_2 | 1 |
| nor2_1 | 2 |
| a21oi_1 | 6 |
| nor2b_1 | 1 |
| nand2_1 | 2 |
| o21ai_1 | 1 |
| fa_1 | 2 |
| inv_1 | 4 |
| a31o_1 | 1 |
| o41ai_2 | 1 |
| ha_1 | 9 |
-- where the power goes --
part	internal [mW]	switching (mW)
Combinational	0.0565	0.0275
Clock	0	0
Sequential	0	0
-- worst paths after layout --
check  from      to  slack, ps  cells past startpoint
max    a[0]  sum[8]       1220                     10
min    c_in  sum[0]       3560                      3
-- area by class of cell --
cell class,instances,area (um^2)
inverters,4,15.0
fillers,387,2600
well taps,46,57.6
repair buffers,32,320
multi-input cells,50,422
-- metrics by stage --
| stage | hold WS, ps | area (um^2) | total power, mW |
|---|---|---|---|
| CTS | 3580 | 815 | 0.0865 |
| floorplan | 2580 | 437 | 0.0350 |
| detailed placement | 3580 | 815 | 0.0858 |
| global placement | 3570 | 815 | 0.0855 |
| global route | 3580 | 815 | 0.0943 |
| finish | 3560 | 815 | 0.0840 |
Power figures rest on the tool's default switching activity, not on a simulated workload.
