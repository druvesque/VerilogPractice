**flow/constraint.sdc**
```tcl
current_design parity_checker

set clk_period 1.9
set clk_io_pct 0.2

create_clock -name clk0 -period $clk_period

set non_clock_inputs [all_inputs -no_clocks]
set_input_delay [expr $clk_period * $clk_io_pct] -clock clk0 $non_clock_inputs
set_output_delay [expr $clk_period * $clk_io_pct] -clock clk0 [all_outputs]
```
**flow/config.mk**
```make
export PLATFORM = sky130hd
export DESIGN_NAME = parity_checker
export DESIGN_NICKNAME = parity_checker
export VERILOG_FILES = /design/flow/design.v
export SDC_FILE = /design/flow/constraint.sdc
export NUM_CORES = 4
export LEC_CHECK = 1
export CORE_AREA = 10 10 70 70
export DIE_AREA = 0 0 80 80
```
**flow/run.sh**
```bash
#!/bin/bash
# OpenROAD 26Q1-2900-gdf79404cd8, Yosys 0.63+post, stock flow scripts
make -C /OpenROAD-flow-scripts/flow DESIGN_CONFIG=/design/flow/config.mk WORK_HOME=/design/flow/orfs finish
```
**flow/design.v**
```verilog
module parity_checker #(parameter size = 32) (parity_bit, data);
output parity_bit;
input [size - 1:0] data;
assign parity_bit = ^data;  
endmodule
```
==> Changelog: implementation <==
### Physical design

- Top comb family, area: XOR/XNOR gates
- Crit. End Element: output port
- Critical path arrival: 1.43 ns
- Clkbuf count: 0
- Hold Path Cell Cnt: 7
- Fmax: 0.552 GHz
- DP Cell Count: 110
- Vias: 303
- Log Warnings: 35
- Post-synthesis sequential area ratio: 0
- Layout area overhead: 120%
- Crit-path cells: clkdlybuf4s15_1, xnor2_1, xnor2_1, xnor2_1, xnor2_1, xnor2_1, buf_2
- Slew HR: 0.876
- Die Y-Extent: 80 µm
- DIE AREA: 6400 µm²
- Flop count: 0
- Fin util: 0.175
- Slew Limit Fails: 0
- Top Ports: 33
- Syn_area_per_cell: 8.76 µm²
- Max Cap Viol: 0
- Cell family contributing the most delay on the critical path: XOR/XNOR gates
- Largest net degree at the start of global routing: 2
- FP Rows: 21
- Adders+Majority by Area: 0
- Critical path type: in2out
- Vias in the first global route: 301
- Die Span X: 80 µm
- Static Leak: 0.281 nW
- Final antenna-violating net count: 0
- RSZ-0062 raised after global routing: no
- Grt total ovfl: 0
- WP buf/inv: 2
- Final Cycle Share: 0.953
- Worst Path Max Fanout: 1
- Initial DRC Count: 0
- Sequential Area: 0 µm²
- PortBufs: 33
- Global-route wire length before repair: 1.48 mm
- GRT Util Overall: 0.0277
- Share of layout cells above drive strength 1: 0.703
- Worst Tran Pin Value: 0.185 ns
- Worst Hold Endpoint: parity_bit
- Cell area after synthesis: 272 µm²
- Drt total wl: 1.01 mm
- Residual DRC: 0
- WP data required: 1.52 ns
- Setup Fix Bufs, Post-CTS: 0
- PD cells: 454 nW/µm²
- Antenna diodes: 0
- Yosys stat cell total: 31
- Mux share: 0
- Peak supply drop: 63.5 µV
- Synth Warn #: 0
- Synth Instances: 31
- Aoi share: 0
- Status: complete, no violations
- Simple Share, Synth: 0
- Core ar.: 3420 µm²
- FP Core Util: 0.0795
- Fin. Hold Viols: 0
- Unique cell types: 2
- Final Non-Filler Cells: 110
- Final setup viols: 0
- Vias per Instance: 2.75
- Startpoint Class: input pin
- Critical Path Max Stage Delay: 0.18 ns
- Worst hold start: data[21]
- Slowest CP cell: clkdlybuf4s15_1
- Yosys synthesis chip area: 272 µm²
- Global placer's final weighted congestion: 0.616
- Cell count along the critical path: 7
- Fin crit period: 1.81 ns
- Drt wl/cell: 9.19 µm
- Initial antenna violation count: 0
- Post-synthesis xor/xnor area fraction: 1.00
- Top cell by count, worst path: xnor2_1
- Drt pass-1 iters: 1
- HP Class: in2out
-- cells in the mapped netlist --
library cell,instances,share of area
xnor2_1,28,0.90
xor2_1,3,0.097
-- metal layers --
metal / global-route usage / share of wire / up-vias
met2: 0.0602 / 0.67 / 1
met3: 0 / 0 / 0
met4: 0 / 0 / 0
met5: 0 / 0 / -
met1: 0.0297 / 0.33 / 143
li1: - / - / 159
-- where the power goes --
group | internal [mW] | switching (mW) | total [mW] | leakage, nW
sequential | 0 | 0 | 0 | 0
clock | 0 | 0 | 0 | 0
combinational | 0.171 | 0.100 | 0.271 | 0.281
-- cells by family after synthesis --
family / after synthesis
XOR/XNOR: 31
-- how the worst max path moves through the flow --
| stage | from | end | slack, ns |
|---|---|---|---|
| 4_1_cts | data[0] | parity_bit | 0.0004 |
| 5_1_grt | data[15] | parity_bit | 0.003 |
| 6_report | data[15] | parity_bit | 0.09 |
-- per-stage QoR --
step / setup WS (ns) / setup TNS, ns / hold WS, ns / instance area, µm² / power (mW)
2_1_floorplan: 0.417 / 0 / 1.23 / 272 / 0.157
3_3_place_gp: -0.670 / -0.670 / 2.22 / 659 / 0.317
3_5_place_dp: -0.664 / -0.664 / 2.22 / 659 / 0.317
4_1_cts: 0.000418 / 0 / 1.61 / 649 / 0.266
5_1_grt: 0.00278 / 0 / 1.58 / 597 / 0.301
6_report: 0.0897 / 0 / 1.49 / 597 / 0.271
-- layout by cell type (no fill, tap or decap) --
cell / synthesis / routed
xnor2_2: 0 / 13
clkdlybuf4s15_1: 0 / 1
xnor2_1: 28 / 15
clkbuf_2: 0 / 30
xor2_1: 3 / 3
buf_2: 0 / 2
-- cell type report --
cell class | count | area (µm²)
Fill cell | 403 | 2820
Multi-Input combinational cell | 31 | 369
Timing Repair Buffer | 33 | 170
Tap cell | 46 | 57.6
-- worst min-delay path, stage by stage --
cell      delay (ns)
clkbuf_2        0.10
xnor2_2         0.07
xnor2_2         0.13
xnor2_1         0.06
xnor2_1         0.13
xnor2_1         0.12
buf_2           0.11
-- timing repair --
action | 4_1_cts | 5_1_grt
gates resized | 63 | 49
setup endpoints to repair | 1 | 1
hold buffers | 0 | 0
pin swaps | 31 | 28
No activity file was given, so power comes from the tool's default toggle rates.
