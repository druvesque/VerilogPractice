==> /design/flow/config.mk <==
export PLATFORM = sky130hd
export DESIGN_NAME = ripple_carry_adder_4bit
export DESIGN_NICKNAME = ripple_carry_adder_4bit
export VERILOG_FILES = /design/flow/design.v
export SDC_FILE = /design/flow/constraint.sdc
export NUM_CORES = 4
export LEC_CHECK = 1
export CORE_AREA = 10 10 70 70
export DIE_AREA = 0 0 80 80
==> /design/flow/constraint.sdc <==
current_design ripple_carry_adder_4bit

set clk_period 3.0
set clk_io_pct 0.2

create_clock -name clk0 -period $clk_period

set non_clock_inputs [all_inputs -no_clocks]
set_input_delay [expr $clk_period * $clk_io_pct] -clock clk0 $non_clock_inputs
set_output_delay [expr $clk_period * $clk_io_pct] -clock clk0 [all_outputs]
==> /design/flow/design.v <==
module ripple_carry_adder_4bit(sum, c_out, a, b, c_in);
input [3:0] a, b;
input c_in;
output [3:0] sum;
output c_out;
assign {c_out, sum} = a + b + c_in;
endmodule
==> /design/flow/run.sh <==
#!/bin/bash
# OpenROAD 26Q1-2900-gdf79404cd8, Yosys 0.63+post, stock flow scripts
make -C /OpenROAD-flow-scripts/flow DESIGN_CONFIG=/design/flow/config.mk WORK_HOME=/design/flow/orfs finish
==> results.py <==
# Auto-generated metrics
metrics = {
    "grt": {
        "gr-usage-all-layers": 0.0143,
        "grt_use_met1": 0.0172,
        "grt_overflow": 0,
        "grt_pass1_vias": 146,
        "grt_max_degree": 4,
        "grt_pass1_wl_um": 710,
        "antenna_found_initial": 0,
        "busiest_layer": "met3",
        "grt_use_met2": 0.0161,
        "grt_use_met3": 0.0182,
    },
    "hold_path": {
        "holdPathStages": 3,
        "hold_class": "input pin to output port",
    },
    "critical_path": {
        "critical-path-max-stage-delay_ns": 0.46,
        "crit_chain": "dlygate4sd2_1 > fa_2 > inv_1 > fa_2 > inv_1 > clkdlybuf4s50_1",
        "crit_arrival_ns": 2.27,
        "worstSetupPathType": "input pin to output port",
        "setup.worst_path.start_class": "input pin",
        "required_ns": 2.40,
        "endpoint_kind": "output port",
        "path_max_fanout": 2,
        "critPathSlowestCell": "clkdlybuf4s50_1",
    },
    "synthesis": {
        "syn_inst": 16,
        "yosysChipArea_um2": 144,
        "yosysWarnings": 0,
        "ys_cells": 16,
        "postSynthAreaPerCell_um2": 8.99,
        "ys_seq_share": 0,
        "ys_types": 9,
        "syn_area_um2": 144,
    },
    "routing": {
        "drt_wl_total_um": 504,
        "drt-pass1-iter-count": 2,
        "antennaDiodeCount": 0,
        "routedWlPerCell_um": 6.63,
        "vias": 154,
        "ant_nets": 0,
        "via_per_inst": 2.03,
        "drcViolationCount": 0,
        "drtIter0Drc": 1,
    },
    "cells_and_area": {
        "flop-count": 0,
        "layout-drive-gt1-share": 0.100,
        "flop_area_um2": 0,
        "n_clock_buffer": 0,
        "synthToLayoutAreaGrowth_pct": 138,
    },
    "timing": {
        "worst_pin_slew_ns": 0.139,
        "slew_viol_final": 0,
        "setup_violations": 0,
        "max_freq_mhz": 348,
        "holdWs_ns": 2.06,
        "slew_headroom": 0.907,
        "period_needed_ns": 2.87,
        "fin_crit_sh": 0.957,
        "grt_setup_unrepaired": "no",
        "final-hold-violation-count": 0,
        "setup_ws_ns": 0.128,
        "finalSetupTns_ns": 0,
    },
    "power_and_ir_drop": {
        "leakage_nw": 0.137,
        "p_per_area_nw_per_um2": 165,
        "ir_worst_vdd_uv": 18.7,
    },
    "cts": {
        "ctsResizeCount": 6,
        "postCtsSetupRepairBufs": 0,
        "hold_buffers": 0,
    },
    "run": {
        "warnings": 35,
        "drv_cap": 0,
    },
    "floorplan": {
        "core_um2": 3420,
        "die_w_um": 80,
        "initial_core_util": 0.0421,
        "die_area_um2": 6400,
        "rows": 21,
        "die_h_um": 80,
        "ioPinCount": 14,
    },
    "placement": {
        "post-dp-hpwl_um": 483,
        "place_congestion": 0.770,
        "dp_slack_ns": -0.0949,
        "io_buffers": 14,
    },
    "outcome": {
        "status": "finished, final reports clean",
    },
}
-- cells in the mapped netlist --
library cell	n	area, um^2
ha_1	3	37.5
nand2b_1	1	6.26
xnor2_1	2	17.5
inv_1	4	15.0
a21oi_2	1	8.76
nor2b_1	1	6.26
o21ai_0	1	5.00
a21o_1	1	7.51
fa_1	2	40.0
-- final timing paths --
kind | start | to | slack (ns)
max | c_in | sum[1] | 0.13
min | a[0] | sum[0] | 2.06
-- stage by stage --
step	total power, mW	std cells	util	area, um^2
2_1_floorplan	0.0178	16	-	144
3_3_place_gp	0.0580	76	0.100	342
3_5_place_dp	0.0583	76	0.100	342
4_1_cts	0.0584	76	0.100	343
5_1_grt	0.0639	76	0.100	343
6_report	0.0567	76	0.100	343
-- routing by layer --
metal | vias up | part of all wire | wire [um]
met5 | - | 0 | 0
met2 | 12 | 0.28 | 140
met1 | 64 | 0.38 | 189
li1 | 78 | - | -
met4 | 0 | 0 | 0
met3 | 0 | 0.35 | 174
-- area by class of cell --
class                           instances  area (um^2)
Fill cell                             408         3070
Inverter                                4         15.0
Multi-Input combinational cell         12          134
Tap cell                               46         57.6
Timing Repair Buffer                   14          136
-- where the power goes --
part / internal [mW] / total [mW] / switching (mW)
Sequential: 0 / 0 / 0
Combinational: 0.0398 / 0.0567 / 0.0169
Clock: 0 / 0 / 0
Total: 0.0398 / 0.0567 / 0.0169
-- worst max-delay path, delay by kind of cell --
family                   cells  cell delay (ns)
buffers and inverters        4             0.86
adder cells (fa/ha/maj)      2             0.82
-- placed cells by master, fill, tap and decap left out --
master and instances:
a21o_1 1, a21oi_2 1, clkdlybuf4s50_1 11, dlygate4sd2_1 3
fa_2 2, ha_1 3, inv_1 4, nand2b_1 1
nor2b_1 1, o21ai_1 1, xnor2_1 2
-- logic make-up after synthesis --
family / share of synthesized area
XOR/XNOR: 0.122
AND/OR/NAND/NOR: 0.0870
buffers and inverters: 0.104
adder cells (fa/ha/maj): 0.539
AND-OR/OR-AND: 0.148
Power and IR drop assume default switching activity.
